`flow/design.v`:
```
`timescale 1ns / 1ps
module mux #(
    parameter INPUT_COUNT = 8,   
    parameter DATA_WIDTH  = 32   
)(
    input wire clk,              
    input wire rst_n,            
    input wire [INPUT_COUNT * DATA_WIDTH - 1 : 0] data_in,
    input wire [$clog2(INPUT_COUNT) - 1 : 0] sel, 
    output reg [DATA_WIDTH - 1 : 0] data_out
);
    always @(posedge clk) begin
        if (!rst_n) begin
            data_out <= {DATA_WIDTH{1'b0}};
        end
        else begin
            data_out <= data_in[ (sel * DATA_WIDTH) +: DATA_WIDTH ];
        end
    end
endmodule
```
`flow/run.sh`:
```
#!/bin/bash
# OpenROAD 26Q1-2900-gdf79404cd8, Yosys 0.63+post, stock flow scripts
make -C /OpenROAD-flow-scripts/flow DESIGN_CONFIG=/design/flow/config.mk WORK_HOME=/design/flow/orfs finish
```
`flow/config.mk`:
```
export PLATFORM = sky130hd
export DESIGN_NAME = mux
export DESIGN_NICKNAME = mux
export VERILOG_FILES = /design/flow/design.v
export SDC_FILE = /design/flow/constraint.sdc
export NUM_CORES = 4
export LEC_CHECK = 1
export CORE_AREA = 10 10 134 134
export DIE_AREA = 0 0 144 144
```
`flow/constraint.sdc`:
```
current_design mux

set clk_period 1.5
set clk_io_pct 0.2

create_clock -name clk0 -period $clk_period [get_ports {clk}]

set non_clock_inputs [all_inputs -no_clocks]
set_input_delay [expr $clk_period * $clk_io_pct] -clock clk0 $non_clock_inputs
set_output_delay [expr $clk_period * $clk_io_pct] -clock clk0 [all_outputs]
```
==> impl_metrics.env <==
# source this file to load flow results
export IMPL_avgRoutedWirePerCell_um=21.0
export IMPL_tightestPinTransition_ps=395
export IMPL_crit_chain="clkdlybuf4s50_1"
export IMPL_fmax_mhz=717
export IMPL_drt_total_wl_um=15600
export IMPL_worst_setup_hold_path_clk_slew_ps=60
export IMPL_fill_cells=1387
export IMPL_finalCritPeriodShare_pct=93.0
export IMPL_gr_usage_all_layers_pct=14.5
export IMPL_postPlaceCellArea_mm2=0.00623
export IMPL_post_cts_resize_count=0
export IMPL_io_pin_count=293
export IMPL_worst_setup_ep_type="output pin"
export IMPL_maxSlewHeadroom_pct=73.4
export IMPL_finalNonFillerCells=743
export IMPL_placeableCoreArea_mm2=0.0151
export IMPL_route_detailed_vias_per_inst=4.52
export IMPL_ant_nets=0
export IMPL_adder_share_pct=0
export IMPL_main_kind_of_combinational_logic_by_area="multiplexers"
export IMPL_gr_total_overflow=0
export IMPL_tritoncts_num_sinks=32
export IMPL_routed_via_count=3362
export IMPL_fp_dieH_um=144
export IMPL_ys_seq_elements=32
export IMPL_reg_top3="data_out x32"
export IMPL_fp_row_count=45
export IMPL_finalInstanceArea_mm2=0.00640
export IMPL_clockRootBuffer="sky130_fd_sc_hd__clkbuf_16"
export IMPL_finalCoreUtilization_pct=42.3
export IMPL_h_tree_depth=2
export IMPL_synthArstFlopShare_pct=0
export IMPL_run_status="complete, no violations"
export IMPL_cts_tree="built"
export IMPL_largest_register_ffs=32
export IMPL_worst_hold_slack_ps=594
export IMPL_combGateArea_mm2=0.00205
export IMPL_syn_instance_count=254
export IMPL_dp_final_hpwl_um=13400
export IMPL_crit_buf_inv=1
export IMPL_drt_pass1_iter_count=4
export IMPL_total_power_uw=3710
export IMPL_grt_antenna_before_repair=1
export IMPL_final_min_clock_period_ps=1400
export IMPL_grt_start_max_net_pins=32
export IMPL_slew_violations=0
export IMPL_io_buffer_count=292
export IMPL_synthAoiAreaFrac_pct=20.8
export IMPL_tool_warnings=25
export IMPL_synth_warnings=1
export IMPL_power_leakage_uw=0.00250
export IMPL_rsz0062_at_grt="false"
export IMPL_drtIter0Drc=98
export IMPL_power_per_cell_area_mw_per_mm2=579
export IMPL_cell_at_the_slowest_stage_of_the_critical_path="sky130_fd_sc_hd__clkdlybuf4s50_1"
export IMPL_grt_pass1_wl_um=22400
export IMPL_synthSimpleGateAreaFrac_pct=0.415
export IMPL_first_global_vias=3739
export IMPL_cts_made_buffers=5
export IMPL_muxShareOfSynthArea_pct=46.4
export IMPL_avg_cell_area_syn_um2=11.9
export IMPL_synth_cell_type_count=15
export IMPL_crit_path_start_kind="flop"
export IMPL_die_width_um=144
export IMPL_synth_yosys_seq_area_share_pct=21.2
export IMPL_chip_area_mm2=0.0207
export IMPL_cpPeakStageDelay_ps=480
export IMPL_post_synth_xor_area_fraction_pct=0
export IMPL_synth_main_ff_cell="sky130_fd_sc_hd__dfxtp_1"
export IMPL_timing_critical_path_max_delay_family="buffers and inverters"
export IMPL_floorplanUtilization_pct=19.9
export IMPL_post_synth_instance_area_mm2=0.00302
export IMPL_report_final_hold_viol_count=0
export IMPL_area_delta_synth_final_pct=112
export IMPL_path_class="flop to output pin"
export IMPL_cts_post_setup_buffers_inserted=0
export IMPL_register_area_um2=641
export IMPL_count_of_hold_buffers_inserted_by_post_cts_repair=0
export IMPL_gp_routability_congestion=0.897
export IMPL_vdd_ir_drop_max_v=0.000319
export IMPL_arrival_ps=1100
export IMPL_cap_violations=0
export IMPL_max_flop_register="data_out"
export IMPL_antenna_cells_inserted=0
export IMPL_synth_stat_cells=254
export IMPL_timing_critical_path_required_ps=1200
export IMPL_post_route_drc_count=0
export IMPL_finalSetupViolCount=0
export IMPL_numPlacedInstances=735
export IMPL_clock_path_buffers=2
export IMPL_synth_area_yosys_mm2=0.00302
export IMPL_worst_path_max_fanout=1
export IMPL_worst_hold_path_type="input pin to flop"
export IMPL_edf_count=0
export IMPL_drive_above_1_share_pct=24.3
==> cells in the final DEF, fill, tap and decap left out, drive strengths merged <==
master	count
a221oi	32
buf	32
bufinv	1
clkbuf	5
clkdlybuf4s50	289
clkinv	1
clkinvlp	1
dfxtp	32
inv	32
mux2	32
mux2i	32
mux4	32
nand2b	1
nor2	1
o21ai	32
==> metrics by stage <==
step                setup TNS [ps]  worst slack, ps
detailed placement            -811            -79.6
finish                           0              105
global placement              -351             -102
CTS                              0             67.2
floorplan                        0              170
global route                     0             34.9
==> logic make-up (layout without fill, tap and decap cells) <==
kind of cell | Yosys count | in the layout
mux | 96 | 96
compound gates | 64 | 64
buf+inv | 60 | 361
flops | 32 | 32
simple gates | 2 | 2
==> synth_stat cells (3+ instances only) <==
library cell                n  area [um^2]
sky130_fd_sc_hd__dfxtp_1   32          641
sky130_fd_sc_hd__inv_1     32          120
sky130_fd_sc_hd__mux2_2    32          360
sky130_fd_sc_hd__mux2i_1   32          320
sky130_fd_sc_hd__mux4_2    32          721
sky130_fd_sc_hd__o21ai_0   32          160
sky130_fd_sc_hd__a221oi_2  30          450
sky130_fd_sc_hd__clkbuf_1   9         33.8
sky130_fd_sc_hd__buf_2      7         35.0
sky130_fd_sc_hd__buf_6      5         56.3
sky130_fd_sc_hd__buf_4      4         30.0
sky130_fd_sc_hd__buf_12     3         60.1
==> power by group <==
part	leakage [uW]	switching (uW)	internal, uW
registers	0.000268	19.7	929
clock network	0.0000798	424	781
logic	0.00216	463	1090
==> path summary, 6_finish.rpt <==
path,startpoint,end,cells after the start
setup / recovery,data_out[21],data_out[21],1
hold / removal,sel[0],data_out[25],4
==> cell type report <==
cell class | count | share of cell area [%]
Tap cell | 188 | 3.67
Timing Repair Buffer | 321 | 49.8
Inverter | 32 | 1.88
Clock buffer | 5 | 1.95
Sequential cell | 32 | 10.0
Multi-Input combinational cell | 162 | 32.0
Clock inverter | 3 | 0.665
==> per-layer routing <==
metal / wire length, um / track usage, % / vias up / part of all wire [%]
met5: 0 / 0 / - / 0
met4: 68 / 0.752 / 0 / 0.44
met3: 2060 / 6.96 / 5 / 13
met2: 7530 / 24.3 / 190 / 48
met1: 5950 / 17.4 / 1567 / 38
li1: - / - / 1600 / -
No activity file was given, so power comes from the tool's default toggle rates.
