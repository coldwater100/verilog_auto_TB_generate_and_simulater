--- /design/flow/design.v ---
module generic_adder_tree #(
    parameter INPUT_COUNT = 8,
    parameter DATA_WIDTH  = 16
) (
    input clk,
    input rst_n,
    input [INPUT_COUNT-1:0] [DATA_WIDTH-1:0] i_data,
    output reg [$clog2(INPUT_COUNT)+DATA_WIDTH-1:0] o_sum
);
    localparam STAGES = $clog2(INPUT_COUNT); 
    localparam FINAL_WIDTH = DATA_WIDTH + STAGES;
    wire [FINAL_WIDTH-1:0] sums_stage_0 [0:INPUT_COUNT-1];
    reg [FINAL_WIDTH-1:0] sums_pipe_reg [1:STAGES-1][0:INPUT_COUNT-1];
    genvar s, i;  
    generate
        for (i = 0; i < INPUT_COUNT; i = i + 1) begin : INPUT_PADDING
            assign sums_stage_0[i] = {{(FINAL_WIDTH-DATA_WIDTH){1'b0}}, i_data[i]};
        end
        for (s = 0; s < STAGES; s = s + 1) begin : STAGE_LOOP
            localparam NUM_ADDERS = INPUT_COUNT / (2**(s+1));
            for (i = 0; i < NUM_ADDERS; i = i + 1) begin : ADDER_LOOP
                wire [FINAL_WIDTH-1:0] in_a, in_b;
                assign in_a = (s == 0) ? sums_stage_0[2*i]   : sums_pipe_reg[s][2*i];
                assign in_b = (s == 0) ? sums_stage_0[2*i+1] : sums_pipe_reg[s][2*i+1];
                if (s == STAGES - 1) begin : FINAL_STAGE_REG
                    always @(posedge clk or negedge rst_n) begin
                        if (!rst_n) begin
                            o_sum <= 0;
                        end else begin
                            o_sum <= in_a + in_b;
                        end
                    end
                end else begin : INTERMEDIATE_STAGE_REG
                    always @(posedge clk or negedge rst_n) begin
                        if (!rst_n) begin
                            sums_pipe_reg[s+1][i] <= 0;
                        end else begin
                            sums_pipe_reg[s+1][i] <= in_a + in_b;
                        end
                    end
                end  
            end  
        end  
    endgenerate
endmodule
--- /design/flow/run.sh ---
#!/bin/bash
# OpenROAD 26Q1-2900-gdf79404cd8, Yosys 0.63+post, stock flow scripts
make -C /OpenROAD-flow-scripts/flow DESIGN_CONFIG=/design/flow/config.mk WORK_HOME=/design/flow/orfs finish
--- /design/flow/config.mk ---
export PLATFORM = sky130hd
export DESIGN_NAME = generic_adder_tree
export DESIGN_NICKNAME = generic_adder_tree
export VERILOG_FILES = /design/flow/design.v
export SDC_FILE = /design/flow/constraint.sdc
export NUM_CORES = 4
export LEC_CHECK = 1
export CORE_UTILIZATION = 40
--- /design/flow/constraint.sdc ---
current_design generic_adder_tree

set clk_period 8.5
set clk_io_pct 0.2

create_clock -name clk0 -period $clk_period [get_ports {clk}]

set non_clock_inputs [all_inputs -no_clocks]
set_input_delay [expr $clk_period * $clk_io_pct] -clock clk0 $non_clock_inputs
set_output_delay [expr $clk_period * $clk_io_pct] -clock clk0 [all_outputs]
==> impl_metrics.py <==
# Generated from Yosys and OpenROAD reports
metrics = {
    "final_timing": {
        "worst_slew_pin_slew_ns": 0.6003,
        "rsz0062_at_grt": "false",
        "period_minus_slack_ns": 4.048,
        "slew_violations": 0,
        "skew_ns": 0.006858,
        "hold_viol": 0,
        "setup_violations": 0,
        "setup_tns_ns": 0,
        "post-route-period-util_pct": 47.62,
        "fmax_ghz": 0.2471,
        "timing.slew.headroom_pct": 59.98,
        "hold_ws_ns": 0.4875,
    },
    "pwr": {
        "ir_drop_mv": 0.1498,
        "cellLeakagePower_nw": 4.941,
        "p_clk_share_pct": 25.7,
        "p_seq_share_pct": 27.4,
        "combPwrFrac_pct": 47.0,
        "power_density_mw_per_mm2": 290.4,
        "p_int_mw": 2.112,
        "total_power_mw": 3.199,
        "p_sw_share_pct": 33.98,
        "p_switching_mw": 1.087,
    },
    "synthesis": {
        "syn_area_per_cell_um2": 9.662,
        "synth.mux.area_fraction_pct": 0.1173,
        "synthCells": 883,
        "synth-simple-area-share_pct": 11.50,
        "synth_flops": 123,
        "synth_cell_types": 60,
        "yosys_cells": 883,
        "yosys.area_share.aoi_pct": 22.16,
        "top_cells_by_area": "dfrtp_1 (36%), ha_1 (17%), xnor2_1 (6.0%), a21oi_1 (5.2%), a21o_1 (3.6%)",
        "yosys.area.top_type_share_pct": 36.08,
        "logic_family": "AND-OR/OR-AND gates",
        "edf_count": 0,
        "adder_share_pct": 18.65,
        "synth.top_cells.by_count": "dfrtp_1 (123), ha_1 (116), a21oi_1 (89)",
        "ys_chip_area_mm2": 0.008532,
        "top_area_cell": "dfrtp_1",
        "flop_cell": "dfrtp_1",
        "yosysWarnings": 2,
        "ys_sh_xor_pct": 9.034,
        "async_reset_ff_share_pct": 100.0,
        "postSynthSeqShare_pct": 36.08,
        "synth_area_mm2": 0.008532,
        "top_cell": "dfrtp_1",
    },
    "cts": {
        "cts_setup_buffers": 0,
        "cts_resized": 0,
        "ctsHoldBuffers": 0,
        "root_buffer": "clkbuf_16",
        "clock_sinks": 123,
        "cts_tree": "done",
        "cts_buffers": 17,
        "worst_skew_pair.late_latency_ns": 0.41,
        "clockBufferDepth": 2,
        "clk_pin_slew_ns": 0.05,
        "h-tree-depth": 4,
    },
    "grt": {
        "grt_pass1_wl_mm": 31.01,
        "grt_use_total_pct": 17.94,
        "grt_max_degree": 52,
        "grt_pass1_vias": 6605,
        "gr-total-overflow": 0,
        "antenna_found_initial": 0,
    },
    "setup_path": {
        "startpoint_type": "input pin",
        "path_max_fanout": 6,
        "regToRegStartpoint": "STAGE_LOOP[1].ADDER_LOOP[1].in_a[0]",
        "crit_start": "i_data[64]",
        "slowest_stage": "fa_1",
        "path_buffers": 1,
        "crit_type": "input pin to flop",
        "worst_ep_required_time_ns": 8.77,
        "cp_top_family": "AND-OR/OR-AND gates",
        "cp_cell_sequence": "clkdlybuf4s50_1 -> ha_1 -> fa_1 -> a21o_1 -> a21o_1 -> a21oi_1 -> o21ai_0 -> a21oi_1 -> o311ai_0 -> xor2_1",
        "critPathArrivalTime_ns": 4.32,
        "cp-end-kind": "flop",
        "critPathMaxStageDelay_ns": 0.43,
    },
    "route": {
        "detail-route-antenna-nets": 0,
        "post_drt_via_cell_ratio": 5.147,
        "wl_per_cell_um": 13.60,
        "diodes": 0,
        "drc_errors": 0,
        "drt_iter0_markers": 280,
        "via_count": 6830,
        "drt-pass1-iter-count": 5,
        "drt_wl_total_mm": 18.04,
    },
    "floorplanning": {
        "fp_util_pct": 40.72,
        "rows": 53,
        "die_area_mm2": 0.02192,
        "die_h_um": 148.0,
        "core_mm2": 0.02096,
        "fp.dieW_um": 148.0,
        "ios": 149,
    },
    "place": {
        "place_congestion": 0.8713,
        "dp_hpwl_mm": 14.70,
        "io_buffers": 148,
        "dpl-instance-area_mm2": 0.01032,
    },
    "cells_and_area": {
        "area_delta_synth_final_pct": 29.10,
        "largest_reg_flops": 36,
        "fin_area_mm2": 0.01101,
        "drive_gt1_share_pct": 4.468,
    },
    "status": {
        "status": "finished, final reports clean",
    },
    "job": {
        "tool_warnings": 25,
        "maxCapViolations": 0,
    },
    "min_path": {
        "hold_start": "sums_pipe_reg[8][0]",
        "min_path_type": "flop to flop",
    },
}
cells in the final DEF (no fill, tap or decap), types with 8 or more instances in the layout:
master / instances
clkdlybuf4s50_1: 147
dfrtp_1: 123
ha_1: 116
a21oi_1: 89
nor2_1: 68
xnor2_1: 58
o21ai_0: 51
nand2_1: 47
inv_1: 44
a21o_1: 41
xor2_1: 30
nor3_1: 25
clkbuf_16: 17
o21bai_1: 16
nand3_1: 14
o21a_1: 13
nand2b_1: 10
a31oi_1: 10
a211oi_1: 9
nand4_1: 9
clkbuf_8: 8
power by group through the flow:
stage | clock (mW) | combinational [mW] | sequential [mW]
6_report | 0.822 | 1.50 | 0.875
5_1_grt | 0.869 | 1.72 | 0.894
4_1_cts | 0.837 | 1.51 | 0.880
worst paths after layout:
| kind | end | slack, ns | depth (start not counted) |
|---|---|---|---|
| min reg2reg | o_sum[0] | 0.49 | 1 |
| min | o_sum[0] | 0.49 | 1 |
| min in group asynchronous | o_sum[17] | 1.23 | 1 |
| max in group asynchronous | STAGE_LOOP[1].ADDER_LOOP[0].in_a[9] | 5.79 | 3 |
| max reg2reg | sums_pipe_reg[9][16] | 6.02 | 10 |
| max | STAGE_LOOP[1].ADDER_LOOP[1].in_a[14] | 4.45 | 10 |
area by class of cell:
cell class,instances,area (um2)
Clock buffer,26,539.3
Inverter,44,165.2
Timing Repair Buffer,150,1494
Clock inverter,5,150.1
Tap cell,275,344.1
Sequential cell,123,3078
Fill cell,1915,9941
Multi-Input combinational cell,704,5244
worst register-to-register path, delay by kind of cell, from the launching register on:
family                   cells  cell delay [ns]
buffers and inverters        1             0.06
AND-OR/OR-AND                4             0.68
adder cells (fa/ha/maj)      2             0.59
flip-flops                   1             0.33
AND/OR/NAND/NOR              3             0.71
stage by stage:
step           utilization [%]  setup slack, ns  instances
2_1_floorplan                -            4.778        883
3_3_place_gp             49.27            4.065       1296
3_5_place_dp             49.27            4.038       1296
4_1_cts                  52.56            4.449       1327
5_1_grt                  52.56            4.216       1327
6_report                 52.56            4.452       1327
kinds of logic (layout without fill, tap and decap cells):
| group | count (synthesis) | after routing |
|---|---|---|
| AOI/OAI and AO/OA | 286 | 286 |
| xor gates and xnor gates | 88 | 88 |
| adders and majority gates | 123 | 123 |
| buffers and inverters | 56 | 225 |
| DFF | 123 | 123 |
| muxes | 1 | 1 |
| and+or+nand+nor | 206 | 206 |
routing by layer:
layer  GRT usage (%)  up-vias  routed length (um)
met3           2.646       16                 826
met2           27.44      152                7888
met5               0        -                   0
met1           28.32     3119                9071
met4           2.268        0                 255
li1                -     3543                   -
Power figures rest on the tool's default switching activity, not on a simulated workload.
